==> flow/design.v <==
module alu(
    input  wire       clk   ,
    input  wire       rst_n ,
    input  wire [3:0] a     ,
    input  wire [3:0] b     ,
    input  wire [2:0] op    ,
    output reg  [3:0] result,
    output reg        carry     
);
    wire [3:0] sum, b_value;
    wire       c;
    reg        p_carry;
    reg [3:0]  p_result;
    wire [3:0] and_2, or_3, xor_4, not_5, sright_6, sleft_7;
    assign b_value = b ^ {op[0], op[0], op[0], op[0]}; 
    assign and_2   = a & b;
    assign or_3    = a | b;
    assign xor_4   = a ^ b;
    assign not_5   = ~a;
    always @(*) begin
        case(op)
            3'b000 : p_result = sum     ;
            3'b001 : p_result = sum     ;
            3'b010 : p_result = and_2   ;
            3'b011 : p_result = or_3    ;
            3'b100 : p_result = xor_4   ;
            3'b101 : p_result = not_5   ; 
            3'b110 : p_result = sright_6;
            3'b111 : p_result = sleft_7 ;
            default: p_result = 4'b0000 ;
        endcase
        p_carry = ~(op[2] | op[1]) & c;
    end
    always @(posedge clk, negedge rst_n) begin
        if (~rst_n) begin
            result <= 4'b0000;
            carry  <= 1'b0;
        end
        else begin
            result <= p_result;
            carry  <= p_carry;
        end
    end
cla_4bit adder_4bit(
    .a(a),
    .b(b_value),
    .cin(op[0]),
    .s(sum),
    .cout(c)
);
shift_right shift_right_4bit(
    .a(a),
    .b(b),
    .result(sright_6)
);
shift_left shift_left_4bit(
    .a(a),
    .b(b),
    .result(sleft_7)
);
endmodule
module cla_4bit(
    input  wire [3:0] a  ,
    input  wire [3:0] b  ,
    input  wire       cin,
    output reg  [3:0] s  ,
    output reg        cout
);
    reg [3:0] p, g;
    reg [3:0] c;
    always @(*) begin 
        p = a ^ b;  
        g = a & b;  
        c[0] = cin;
        c[1] = g[0] | (p[0] & c[0]);
        c[2] = g[1] | (p[1] & g[0]) | (p[1] & p[0] & c[0]);
        c[3] = g[2] | (p[2] & g[1]) | (p[2] & p[1] & g[0]) | (p[2] & p[1] & p[0] & c[0]);
        cout = g[3] | (p[3] & g[2]) | (p[3] & p[2] & g[1]) | (p[3] & p[2] & p[1] & g[0]) | (p[3] & p[2] & p[1] & p[0] & c[0]);
        s    = p ^ c;  
    end
endmodule
module shift_left(
    input  wire [3:0] a,
    input  wire [3:0] b,
    output reg  [3:0] result
);
    reg [3:0] temp_0, temp_1;
    always @(*) begin
        temp_0 = b[0]    ? {a[2:0]     , 1'b0} : a     ;
        temp_1 = b[1]    ? {temp_0[1:0], 2'b0} : temp_0;
        result = |b[3:2] ? 4'b0                : temp_1;
    end
endmodule
module shift_right(
    input  wire [3:0] a,
    input  wire [3:0] b,
    output reg  [3:0] result
);
    reg [3:0] temp_0, temp_1;
    always @(*) begin
        temp_0 = b[0]    ? {1'b0, a[3:1]     } : a     ;
        temp_1 = b[1]    ? {2'b0, temp_0[3:2]} : temp_0;
        result = |b[3:2] ? 4'b0                : temp_1;
    end
endmodule
module synth_wrapper(
   input  wire       clk   , 
   input  wire       rst_n ,
   input  wire [3:0] a,
   input  wire [3:0] b,
   input  wire [2:0] op,
   output reg  [3:0] result,
   output reg        carry
);
   reg [3:0] a_reg, b_reg;
   reg [2:0] op_reg;
   reg [3:0] result_reg;
   reg       carry_reg;
   always@(posedge clk, negedge rst_n) begin
      if(~rst_n) begin
         a_reg  <= 4'b0;
         b_reg  <= 4'b0;
         op_reg <= 3'b0;
         result <= 4'b0;
         carry  <= 1'b0;
      end
      else begin
         a_reg  <= a;
         b_reg  <= b;
         op_reg <= op;
         result <= result_reg;
         carry  <= carry_reg;
      end
   end
   alu alu_design(
      .clk   (clk),
      .rst_n (rst_n),
      .a     (a_reg),
      .b     (b_reg),
      .op    (op_reg),
      .result(result_reg),
      .carry (carry_reg)    
   );
endmodule
==> flow/run.sh <==
#!/bin/bash
# OpenROAD 26Q1-2900-gdf79404cd8, Yosys 0.63+post, stock flow scripts
make -C /OpenROAD-flow-scripts/flow DESIGN_CONFIG=/design/flow/config.mk WORK_HOME=/design/flow/orfs finish
==> flow/config.mk <==
export PLATFORM = sky130hd
export DESIGN_NAME = synth_wrapper
export DESIGN_NICKNAME = synth_wrapper
export VERILOG_FILES = /design/flow/design.v
export SDC_FILE = /design/flow/constraint.sdc
export NUM_CORES = 4
export LEC_CHECK = 1
export CORE_AREA = 10 10 97 97
export DIE_AREA = 0 0 107 107
==> flow/constraint.sdc <==
current_design synth_wrapper

set clk_period 2.6
set clk_io_pct 0.2

create_clock -name clk0 -period $clk_period [get_ports {clk}]

set non_clock_inputs [all_inputs -no_clocks]
set_input_delay [expr $clk_period * $clk_io_pct] -clock clk0 $non_clock_inputs
set_output_delay [expr $clk_period * $clk_io_pct] -clock clk0 [all_outputs]
==> metrics.yaml <==
floorplanning:
  io_pins: 18
  die_y_um: 107
  dieWidth_um: 107
  chip_area_um2: 11400
  fp-utilization: 0.164
  fp.coreArea_um2: 7290
  rows: 31
sta:
  worst_slew_pin_slew_ns: 0.618
  layout_setup_ws_ns: 0.559
  slew-limit-headroom: 0.588
  slew_violations: 0
  min_period_ns: 2.04
  hold_viol_final: 0
  finalCritPeriodShare: 0.785
  rsz0062_at_grt: "false"
  max_freq_ghz: 0.490
  finalSetupTns_ns: 0
  finalSetupViolCount: 0
  hold_ws_ns: 0.350
  skew_ns: 0.000884
setup_path:
  cpLargestDelayFamily: "flip-flops"
  worstPathCellList: "xor2_1 -> ha_1 -> a21o_1 -> a31o_2 -> xnor2_1 -> a22oi_1"
  crit_type: "reg -> reg"
  cp-start-kind: "flop"
  cp-end-kind: "flop"
  critPathArrivalTime_ns: 2.15
  path_buffers: 0
  worstPathMaxFanout: 18
  max_stage_delay_ns: 0.74
  crit_required_ns: 2.71
  crit_slowest_cell: "dfrtp_1"
route:
  antenna_cells: 0
  wl_met1_um: 1230
  drt_drc_violations_left: 0
  top_layer_used: "met4"
  met2WireLength_um: 1020
  dr.pass1.iters: 4
  wl_met3_um: 274
  antenna_left: 0
  vias: 874
  drt_wl_total_um: 2550
  drt_iter0_drc: 110
  routedWlPerCell_um: 11.2
  vias_per_cell: 3.85
logic_synthesis:
  yosysWarnings: 5
  synth-edff-count: 0
  synth.distinct_cells: 31
  netlist_area_um2: 1200
  ys_seq_share: 0.439
  syn_inst: 112
  synthFlopType: "dfrtp_1"
  synthArstFlopShare: 1.00
  synth.area.top_cells: "dfrtp_1 (44%), ha_1 (14%), xor2_1 (4.4%), a21oi_1 (4.2%), inv_1 (3.5%)"
  synth_area_per_cell_um2: 10.7
  yosysTopAreaCell: "dfrtp_1"
  top_area_frac: 0.439
  ys_chip_area_um2: 1200
  ys_cells: 112
  synth_flop_count: 21
pwr:
  power.density_nw_per_um2: 485
  power.total_mw: 0.729
  ir_drop_mv: 0.195
  leakagePower_nw: 0.655
global_routing:
  overflow: 0
  grt_use_total: 0.0471
  antenna_found_initial: 0
  grt_pass1_vias: 908
  grt_max_degree: 22
  grt_pass1_wl_um: 4490
clock_tree:
  cts_tree: "yes"
  clk_path_buf_depth: 2
  clock_latency_ns: 0.25
  ctsRootBufferMaster: "clkbuf_8"
  clock-sinks: 21
  cts_resized: 0
  htreeDepth: 1
  cts_made_buffers: 3
  cts_setup_buffers: 0
  cts_hold_repair.buffers: 0
  clkTransAtPathRegs_ns: 0.07
cells_and_area:
  final_util: 0.206
  nFillCells: 824
  drive_above_1_share: 0.0547
  instances_no_fill: 227
  syn_to_final_growth_pct: 25.7
  fin_area_um2: 1500
placement:
  place_congestion: 0.879
  dp.cells: 223
  dpl_worst_slack_ns: 0.600
  placement.io_buffers: 17
  dp_hpwl_um: 1920
  placed_area_um2: 1460
run:
  warnings: 30
  drv_cap: 0
worst_hold_path:
  hold_class: "reg -> reg"
status:
  status: "finished clean"
## logic make-up after synthesis
| family | share of synthesized area |
|---|---|
| adder cells (fa/ha/maj) | 0.136 |
| multiplexers | 0.00837 |
| AND-OR/OR-AND | 0.223 |
| AND/OR/NAND/NOR | 0.0753 |
| flip-flops | 0.439 |
| buffers and inverters | 0.0669 |
| XOR/XNOR | 0.0513 |
## synth_stat cells (2+ instances only)
library cell,count
inv_1,11
a21o_1,3
a221o_1,3
nand2_1,4
xor2_1,6
nor2_1,2
a21oi_1,10
a22oi_1,4
dfrtp_1,21
ha_1,13
o21ai_0,5
nand2b_1,4
o221ai_1,3
o2111ai_1,2
buf_2,4
nor3_1,2
## cell type report
type	count	area, um^2	area share
repair buffers	18	178	0.118
clock buffers	4	45.0	0.0300
multi-input cells	74	591	0.393
inverters	11	41.3	0.0275
well taps	99	124	0.0824
flip-flops and latches	21	526	0.349
## worst reg2reg max path, delay by kind of cell, from the launching register on
| kind | cells | cell delay, ns |
|---|---|---|
| AOI/OAI and AO/OA | 3 | 0.54 |
| xor gates and xnor gates | 2 | 0.28 |
| adders and majority gates | 1 | 0.33 |
| DFF | 1 | 0.74 |
## per-layer routing
metal,up-vias,GRT usage
met5,-,0
met4,0,0.00290
met3,4,0.0237
met2,26,0.0650
met1,411,0.0674
li1,433,-
## power breakdown
group / leakage (nW) / switching, mW / internal, mW
Combinational: 0.385 / 0.0587 / 0.0814
Sequential: 0.248 / 0.0274 / 0.355
Clock: 0.0228 / 0.0973 / 0.109
## final timing paths
check | start | endpoint | slack (ns) | cells past startpoint
min in group asynchronous | rst_n | result[0] | 0.61 | 2
max in group asynchronous | rst_n | op_reg[1] | 1.78 | 2
max reg2reg | op_reg[0] | alu_design.result[3] | 0.56 | 6
max | op_reg[0] | alu_design.result[3] | 0.56 | 6
min reg2reg | alu_design.result[3] | result[3] | 0.35 | 0
min | alu_design.result[3] | result[3] | 0.35 | 0
## cells in the final DEF (no fill, tap or decap), types with 2 or more instances in the layout
master	n
clkbuf_8	3
o21ai_0	5
a21oi_1	10
nor3_1	2
nor2_1	2
a21o_1	3
xor2_1	6
inv_1	11
a221o_1	3
a22oi_1	4
nand2b_1	4
o2111ai_1	2
ha_1	13
dfrtp_1	21
clkdlybuf4s50_1	17
nand2_1	4
o221ai_1	3
Power is estimated from default activity; no workload was simulated.
